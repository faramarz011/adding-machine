==> design.v <==
module Controller (
    input clock,
    input reset,
    input [2:0] opcode,  
    output reg load_IR,
    output reg load_acc,
    output reg ld_pc,
    output reg clr_pc,
    output reg inc_pc,
    output reg div_pass,
    output reg pass_add,  
    output reg ir_on_adr,
    output reg pc_on_adr,
    output reg mem_read,   
    output reg mem_write   
);
    parameter RESET = 3'b000;
    parameter FETCH = 3'b001;
    parameter DECODE = 3'b010;
    parameter EXECUTE = 3'b011;
    reg [2:0] current_state, next_state;
    always @(posedge clock or posedge reset) begin
        if (reset)
            current_state <= RESET;
        else
            current_state <= next_state;
    end
    always @(current_state) begin
        case (current_state)
            RESET: next_state = FETCH;
            FETCH: next_state = DECODE;
            DECODE: next_state = EXECUTE;
            EXECUTE: next_state = FETCH;  
            default: next_state = RESET;
        endcase
    end
    always @(*) begin
        load_IR = 0;
        load_acc = 0;
        ld_pc = 0;
        clr_pc = 0;
        inc_pc = 0;
        pass_add = 0;    
        ir_on_adr = 0;
        pc_on_adr = 0;
        mem_read = 0;
        mem_write = 0;
        div_pass=0;
        case (current_state)
            RESET: begin
                clr_pc = 1;  
            end
            FETCH: begin
                ld_pc = 1;
                pc_on_adr = 1;
                load_acc = 1;
                clr_pc = 0;
                inc_pc = 1;  
            end
            DECODE: begin
                load_IR = 1;
                ir_on_adr = 1;
            end
            EXECUTE: begin
                case (opcode)
                    3'b000: begin  
                        pass_add = 1;  
                    end
                    3'b001: begin  
                        mem_read = 1;
                        load_acc = 1;
                    end
                    3'b010: begin  
                        mem_write = 1;
                    end
                    3'b011: begin  
                        div_pass=1;
                    end
                    default: begin
                    end
                endcase
            end
        endcase
    end
endmodule
==> run.sh <==
#!/bin/bash
# OpenROAD 26Q1-2900-gdf79404cd8, Yosys 0.63+post, stock flow scripts
make -C /OpenROAD-flow-scripts/flow DESIGN_CONFIG=/design/flow/config.mk WORK_HOME=/design/flow/orfs finish
==> config.mk <==
export PLATFORM = sky130hd
export DESIGN_NAME = Controller
export DESIGN_NICKNAME = Controller
export VERILOG_FILES = /design/flow/design.v
export SDC_FILE = /design/flow/constraint.sdc
export NUM_CORES = 4
export LEC_CHECK = 1
export CORE_AREA = 10 10 70 70
export DIE_AREA = 0 0 80 80
==> constraint.sdc <==
current_design Controller

set clk_period 1.1
set clk_io_pct 0.2

create_clock -name clk0 -period $clk_period [get_ports {clock}]

set non_clock_inputs [all_inputs -no_clocks]
set_input_delay [expr $clk_period * $clk_io_pct] -clock clk0 $non_clock_inputs
set_output_delay [expr $clk_period * $clk_io_pct] -clock clk0 [all_outputs]
==> run notes <==
Implementation progress

The flow ran to the end, but the final reports show violations. The final reports fail on negative setup slack. The detailed placement HPWL stands at 517 µm.

The number of violations of the max-capacitance limit stands at 0. For this run, the total global-route usage over all layers was measured as 0.0213. Counting cells, the worst reg-to-reg path comes to 2. The shortest period the worst path allows stands at 1340 ps. The number of port buffers stands at 15.

Global routing finished with a remaining overflow of 0. The number of buffers inserted for hold repair after clock tree synthesis stands at 0. The total cells reported by yosys after synthesis stands at 15. The clock passes through at most 2 buffers. The type recorded for the worst min-delay path is primary input to async pin. The number of buffers and inverters on the critical path stands at 1. The area share of the largest cell type after synthesis stands at 0.397. The synthesis-to-finish area growth stands at 125%. The total power stands at 382 µW. The required time at the worst endpoint is listed as 880 ps. Among all flip-flop cells after synthesis, the most frequent one is sky130_fd_sc_hd__dfrtp_1. The largest net degree at the start of global routing stands at 5. The routed layout reports a DRC error count of 0.

The timing report attributes the biggest portion of critical-path delay to flip-flops. The areal power density over the cells stands at ~900 nW/µm². The synthesized design contains 0 enable-type register cells. TritonCTS built the clock tree.

The first global-routing pass estimated just under 1 mm of wire. After synthesis, the mean cell area works out to 12.6 µm². The detailed-routing iteration count for the pre-antenna-repair pass stands at 2.

In this run the clock root is driven by a sky130_fd_sc_hd__clkbuf_4. The netlist area before placement stands at around 190 µm². For this run, the register share of the synthesized area comes to 0.536. The ratio of final minimum period to clock period stands at 1.21. The number of I/O pins stands at 16. The register with the most flip-flops in the layout has 4 of them. Among all stages on the critical path, the maximum delay recorded is 390 ps. Sorting the Yosys area breakdown by cell type puts at the top sky130_fd_sc_hd__dfrtp_1. The synthesis stat section lists a flop and latch total of 4. The final worst setup slack stands at -236 ps. The total count of max-transition violations in the final report stands at 0. The critical path is of the flip-flop to output port type. The count of endpoints failing setup in the final report stands at 5. The main area contributors are sky130_fd_sc_hd__dfrtp_1, sky130_fd_sc_hd__dfstp_2, sky130_fd_sc_hd__buf_4. The overall die width stands at 80 µm. The synthesized instance count stands at 15.

The number of placement rows stands at 21. The highest ir drop seen on vdd stands at ~0.32 mV. Counting instances in the post-synthesis netlist gives the leading cell types as sky130_fd_sc_hd__buf_4, sky130_fd_sc_hd__dfrtp_1.

The number of distinct library cells after synthesis stands at 11. Registers take ~100 µm². The core region is 3420 µm². The clock net in this run drives a total of 4 sinks.

In the routed netlist, the antenna diode instances number 0. In the synthesis report, Yosys lists the chip area as around 190 µm². The area taken by multi-input combinational cells is reported as 67.6 µm². Hold is met by 166 ps. The largest registers in the layout are current_state x4. The total wirelength of the detailed-routed design stands at between 600 and 700 µm. After floorplanning, the die was sized to cover 6400 µm². STA classifies the critical path endpoint as an output port. The number of vias after detailed routing stands at 186.

The number of fill cells in the layout stands at 396. STA classifies the critical path startpoint as a flip-flop. For this run, the top clock speed supported by timing is 749 MHz.

In this run the critical path is formed by and4bb_1 -> or2_1 -> buf_2. After routing the design area is about 420 µm². The number of warnings printed during yosys synthesis stands at 1.

Per the final layout report, the fraction of cells sized above drive strength 1 comes to 0.611. In the final routed layout, each cell accounts on average for about 8.3 µm. The capture point of the worst register-to-register path is recorded as current_state[2]. The clock arrives with 9.67 ps of skew. RePlAce ended its routability-driven mode at a weighted congestion of 0.760. current_state holds more flip-flops than any other register. Summing all placed instances gives a cell area of 382 µm².

The clock-pin slew of the registers on the worst-case setup and hold paths stands at 40 ps. The insertion delay to the later sink of the worst-skew pair stands at 240 ps. The number of buffers created by CTS stands at 3. The arrival time of data at the worst endpoint is listed as 1120 ps. The number of hold violations in the final report stands at 0. Per the STA report, the cell with the highest stage delay on the worst path is sky130_fd_sc_hd__dfrtp_1. The number of vias per cell after detailed routing stands at approximately 2.3. Per the OpenROAD floorplan log, the height of the die is ~80 µm. The DRC violation total after the first TritonRoute iteration stands at 1. The leakage dissipation stands at approximately 0.00018 µW. Per the timing report, the most critical flop-to-flop path originates at current_state[3]. Setup repair after global routing could not meet its margin everywhere.

The logs give a warning total of 27. The post-synthesis async set-or-reset flop share stands at 1.00. The share of the core filled by cells before placement stands at 0.0553. The worst-case reg-to-reg setup slack stands at 200 ps. Looking at the clock tree report, the H-tree level count equals 1. The remaining number of nets flagged by the antenna check after routing stands at 0. The number of global-route vias before repair stands at 196.

The critical path maximum fanout is 2. The number of antenna violations at the first check in global routing came to 0.
worst register-to-register path, delay by kind of cell, from the launching register on:
family | cells | cell delay, ps
DFF | 1 | 390
and+or+nand+nor | 1 | 280
buffers and inverters | 1 | 130
how the worst max path moves through the flow:
stage | start | endpoint | depth (start not counted)
4_1_cts | current_state[3] | load_acc | 3
5_1_grt | current_state[3] | load_acc | 3
6_report | current_state[3] | load_acc | 3
what timing repair did:
action | in CTS | in global routing
endpoints found under the setup margin | 11 | 10
setup buffers | 4 | 0
resized | 35 | 5
gates cloned | 0 | 0
cell families (layout without fill, tap and decap cells):
logic type             after synthesis  after routing  share of synthesized area
and+or+nand+nor                      6              6                      0.305
DFF                                  4              4                      0.536
buffers and inverters                4             25                      0.139
other                                1              1                     0.0198
cells in the final DEF (no fill, tap or decap), types with 2 or more instances in the layout:
| master | instances |
|---|---|
| sky130_fd_sc_hd__buf_6 | 6 |
| sky130_fd_sc_hd__buf_2 | 5 |
| sky130_fd_sc_hd__dfrtp_1 | 3 |
| sky130_fd_sc_hd__buf_4 | 2 |
| sky130_fd_sc_hd__clkbuf_4 | 3 |
| sky130_fd_sc_hd__dlygate4sd2_1 | 4 |
metrics by stage:
stage	setup slack (ps)	cells	util	setup TNS (ps)
floorplan	166	15	-	0
global placement	-670	74	0.112	-3170
detailed placement	-678	74	0.112	-3190
CTS	-254	82	0.119	-1020
global route	-308	82	0.124	-1220
finish	-236	82	0.124	-852
per-layer routing:
metal / part of all wire / routed length [µm] / track usage
met2: 0.30 / 201 / 0.0217
met4: 0 / 0 / 0.00352
met5: 0 / 0 / 0
met3: 0.29 / 193 / 0.0330
met1: 0.42 / 282 / 0.0227
cell type report:
type / instances / share of cell area
tap: 46 / 0.136
timing repair buffer: 20 / 0.395
multi-input combinational: 7 / 0.159
inverter: 1 / 0.00885
clock buffer: 4 / 0.0619
sequential: 4 / 0.239
report_power, final:
part | leakage (µW) | switching [µW] | total [µW] | internal, µW
Sequential | 0.0000368 | 0.755 | 152 | 151
Clock | 0.0000150 | 61.4 | 198 | 136
Combinational | 0.000131 | 12.0 | 32.1 | 20.1
Power is estimated from default activity; no workload was simulated.

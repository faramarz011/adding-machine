`flow/run.sh`:
```
#!/bin/bash
# OpenROAD 26Q1-2900-gdf79404cd8, Yosys 0.63+post, stock flow scripts
make -C /OpenROAD-flow-scripts/flow DESIGN_CONFIG=/design/flow/config.mk WORK_HOME=/design/flow/orfs finish
```
`flow/config.mk`:
```
export PLATFORM = sky130hd
export DESIGN_NAME = DivSigned
export DESIGN_NICKNAME = DivSigned
export VERILOG_FILES = /design/flow/design.v
export SDC_FILE = /design/flow/constraint.sdc
export NUM_CORES = 4
export LEC_CHECK = 1
export CORE_UTILIZATION = 50
```
`flow/constraint.sdc`:
```
current_design DivSigned

set clk_period 21.4
set clk_io_pct 0.2

create_clock -name clk0 -period $clk_period [get_ports {clock}]

set non_clock_inputs [all_inputs -no_clocks]
set_input_delay [expr $clk_period * $clk_io_pct] -clock clk0 $non_clock_inputs
set_output_delay [expr $clk_period * $clk_io_pct] -clock clk0 [all_outputs]
```
`flow/design.v`:
```
module DivSigned (
    input clock,            
    input reset,            
    input start,            
    input [7:0] dividend,   
    input [7:0] divisor,    
    output reg [7:0] quotient,   
    output reg [7:0] remainder,  
    output reg ready            
);
    reg [7:0] dividend_reg;
    reg [7:0] divisor_reg;
    reg [7:0] abs_dividend;
    reg [7:0] abs_divisor;
    reg sign;  
    typedef enum logic [1:0] {
        IDLE = 2'b00,     
        CALC = 2'b01,     
        DONE = 2'b10      
    } state_t;
    state_t current_state, next_state;
    always @(posedge clock or posedge reset) begin
        if (reset) begin
            current_state <= IDLE;
        end else begin
            current_state <= next_state;
        end
    end
    always @(*) begin
        case (current_state)
            IDLE: begin
                if (start) begin
                    next_state = CALC;
                end else begin
                    next_state = IDLE;
                end
            end
            CALC: begin
                next_state = DONE;
            end
            DONE: begin
                next_state = IDLE;
            end
            default: begin
                next_state = IDLE;
            end
        endcase
    end
    always @(posedge clock or posedge reset) begin
        if (reset) begin
            quotient <= 8'b0;
            remainder <= 8'b0;
            ready <= 1'b0;
        end else begin
            case (current_state)
                IDLE: begin
                    dividend_reg <= dividend;
                    divisor_reg <= divisor;
                    abs_dividend <= (dividend[7] == 1'b1) ? -dividend : dividend;  
                    abs_divisor <= (divisor[7] == 1'b1) ? -divisor : divisor;      
                    sign <= dividend[7] ^ divisor[7];  
                    ready <= 1'b0;
                end
                CALC: begin
                    if (abs_divisor != 0) begin
                        quotient <= sign ? -(abs_dividend / abs_divisor) : (abs_dividend / abs_divisor);
                        remainder <= abs_dividend % abs_divisor;
                    end else begin
                        quotient <= 8'b0;  
                        remainder <= abs_dividend;
                    end
                end
                DONE: begin
                    ready <= 1'b1;  
                end
            endcase
        end
    end
endmodule
```
==> out/metrics.yaml <==
slew_headroom_pct: 50.5
synthTopCellsByArea: "sky130_fd_sc_hd__edfxtp_1, sky130_fd_sc_hd__ha_1, sky130_fd_sc_hd__dfrtp_1"
clk_pin_slew_worst_paths_ps: 80
globalplace.congestion: 0.955
routed_via_density: 5.79
yosysCellCount: 428
critPathCaptureType: "register"
cts_num_sinks: 37
internal-power_mw: 0.190
total_leakage_power_nw: 1.82
stdcell_count: 560
comb_power_share_pct: 47.5
min-delay-path-class: "register to register"
finalClockPeriodUsage_pct: 61.6
timing_worst_slew_pin_value_ps: 742
critical_path_arrival_ps: 13380
syn_area_mm2: 0.00377
pin_count_of_the_biggest_net_entering_global_routing: 21
ys_sh_xor_pct: 7.44
hold_viol_final: 0
globalRouteTotalUtil_pct: 25.3
flop_area_mm2: 0.00101
num_vias: 3241
route.antenna.remaining_nets: 0
max_clock_freq_mhz: 75.9
floorplan.core_util_pct: 51.9
drcViolationCount: 0
layout_top_cells: "sky130_fd_sc_hd__ha_1, sky130_fd_sc_hd__inv_1, sky130_fd_sc_hd__clkdlybuf4s50_1, sky130_fd_sc_hd__nand2_1, sky130_fd_sc_hd__nor2_1"
total_length_of_routed_wires_mm: 9.02
final_tns_setup_ps: 0
layout_setup_ws_ps: 8220
post_cts_buffers: 0
yosys_register_bits: 37
postCtsResizedCells: 0
power_density_over_the_cells_mw_per_mm2: 67.9
mux_area_share_pct: 3.92
cap_viol_max_count: 0
cts-root-to-sink-buffers: 2
num_io_pins: 36
switching_power_mw: 0.101
post_syn_instances: 428
synth_simple_gate_area_share_pct: 18.2
yosys_stat_area_mm2: 0.00377
stage_log_warnings: 27
post-route-min-period_ps: 13180
topCombFamilyByArea: "AND-OR/OR-AND gates"
post_route_cells_drive_above_1_share_pct: 7.38
mostFrequentLayoutCell: "sky130_fd_sc_hd__ha_1"
edf_count: 17
area.growth.synth_to_final_pct: 13.6
crit_fanout: 15
vdd_ir_drop_max_v: 0.0000342
yosys.stat.seqShare_pct: 26.9
hpwlAfterDp_mm: 7.25
clock-skew-final_ps: 7.39
grt_setup_unrepaired: "no"
final.fill_count: 647
chip_area_mm2: 0.00789
count_of_port_buffers_added_during_placement: 35
cp_slowest_cell: "sky130_fd_sc_hd__o21ai_1"
insertedDiodeCount: 0
grt_remaining_overflow: 0
initialDrtViolationCount: 103
critical_path.startpoint_type: "register"
ys_sh_aoi_pct: 24.3
root_buffer: "sky130_fd_sc_hd__clkbuf_8"
core.rowCount: 31
fa_ha_area_share_pct: 13.8
worstPathRequired_ps: 21600
tritoncts: "built"
finalSetupViolCount: 0
ctsHtreeMaxLevel: 2
grt_pass1_wl_mm: 14.5
route.detailed.wl_per_inst_um: 16.1
placedCellCount: 552
via_count_of_the_first_global_routing_pass: 2945
clock_insertion_delay_worst_skew_ps: 290
timing.setup.critical_path_class: "register to register"
power.clock.fraction_pct: 16.7
syn_avg_cell_area_um2: 8.80
cts_hold_buffers: 0
run_status: "completed"
top_area_share_pct: 13.6
drt-pass1-iter-count: 4
sequential_power_share_pct: 35.7
fp.dieH_um: 88.8
number_of_warnings_issued_by_yosys: 1
post-place-ws_ps: 8380
floorplan.core_area_mm2: 0.00725
grt_antenna_before_repair: 0
layout.area.comb_mm2: 0.00255
die_w_um: 88.8
final-max-slew-violation-count: 0
cts_buffers: 5
crit_top_cell: "sky130_fd_sc_hd__ha_1"
critPathMaxStageDelay_ps: 570
synth.distinct_cells: 78
netSwitchingFraction_pct: 34.7
asyncSetResetFlopFracSynth_pct: 54.1
ys.flop_type: "sky130_fd_sc_hd__dfrtp_1"
yosys.area.top_type: "sky130_fd_sc_hd__edfxtp_1"
[layout make-up]
type	count	area share, %
flip-flops and latches	37	23.6
well taps	99	2.89
repair buffers	37	8.54
clock buffers	6	1.70
multi-input cells	340	59.5
clock inverters	2	0.292
inverters	39	3.42
[per-stage QoR]
step / total power, mW / hold WS, ps / util (%) / cell area [um2]
after floorplan: 0.190 / 422 / - / 3770
after global placement: 0.243 / 458 / 57.8 / 4200
after detailed placement: 0.243 / 457 / 57.8 / 4200
after CTS: 0.293 / 483 / 59.0 / 4280
after global routing: 0.313 / 505 / 59.0 / 4280
final: 0.291 / 484 / 59.0 / 4280
[routing by layer]
metal / wire, um / track usage [%] / vias up
met5: 0 / 0 / -
met4: 163 / 4.11 / 0
met3: 483 / 4.64 / 13
met2: 4200 / 40.8 / 86
met1: 4170 / 37.4 / 1482
li1: - / - / 1660
[flip-flops by register name, indices dropped and copies added (netlist names)]
register,cells
abs_dividend,8
abs_divisor,8
current_state,3
quotient,8
ready,1
remainder,8
sign,1
[synth_stat cells, types with 5 or more instances]
cell	count
sky130_fd_sc_hd__a21o_1	5
sky130_fd_sc_hd__nor2b_1	5
sky130_fd_sc_hd__a31oi_1	5
sky130_fd_sc_hd__o21ai_1	9
sky130_fd_sc_hd__xor2_1	7
sky130_fd_sc_hd__nand2_1	34
sky130_fd_sc_hd__o2bb2ai_1	6
sky130_fd_sc_hd__o21a_1	12
sky130_fd_sc_hd__inv_1	38
sky130_fd_sc_hd__o31ai_1	8
sky130_fd_sc_hd__nand3_1	7
sky130_fd_sc_hd__o211ai_1	6
sky130_fd_sc_hd__nor2_1	27
sky130_fd_sc_hd__o21ai_0	15
sky130_fd_sc_hd__ha_1	40
sky130_fd_sc_hd__nor3_1	18
sky130_fd_sc_hd__and3_1	5
sky130_fd_sc_hd__a21oi_1	19
sky130_fd_sc_hd__mux2i_1	11
sky130_fd_sc_hd__dfrtp_1	19
sky130_fd_sc_hd__clkbuf_1	7
sky130_fd_sc_hd__xnor2_1	25
sky130_fd_sc_hd__edfxtp_1	17
[power groups by stage]
stage	clock network (mW)	registers (mW)	logic (mW)
CTS	0.0506	0.104	0.139
finish	0.0487	0.104	0.138
global route	0.0537	0.106	0.154
[worst paths after layout]
check / slack [ps] / startpoint / to / cells past startpoint
setup / recovery: 8220 / abs_divisor[6] / quotient[4] / 52
hold / removal: 480 / ready / ready / 1
setup reg to reg: 8220 / abs_divisor[6] / quotient[4] / 52
hold reg to reg: 480 / ready / ready / 1
max in group asynchronous: 16480 / reset / quotient[6] / 2
min in group asynchronous: 4450 / reset / quotient[4] / 2
[critical path, delay by kind of cell, from the launching register on]
family | cells | cell delay, ps
AND-OR/OR-AND | 23 | 5950
adder cells (fa/ha/maj) | 8 | 2460
AND/OR/NAND/NOR | 10 | 2220
multiplexers | 3 | 970
buffers and inverters | 7 | 750
flip-flops | 1 | 510
XOR/XNOR | 1 | 170
[logic make-up (layout without fill, tap and decap cells)]
family	after synthesis	in the layout
AND/OR/NAND/NOR	132	132
AND-OR/OR-AND	121	121
buffers and inverters	51	84
adder cells (fa/ha/maj)	41	41
flip-flops	37	37
XOR/XNOR	32	32
multiplexers	14	14
Power figures rest on the tool's default switching activity, not on a simulated workload.

<file path="flow/run.sh">
#!/bin/bash
# OpenROAD 26Q1-2900-gdf79404cd8, Yosys 0.63+post, stock flow scripts
make -C /OpenROAD-flow-scripts/flow DESIGN_CONFIG=/design/flow/config.mk WORK_HOME=/design/flow/orfs finish
</file>
<file path="flow/config.mk">
export PLATFORM = sky130hd
export DESIGN_NAME = ALU
export DESIGN_NICKNAME = ALU
export VERILOG_FILES = /design/flow/design.v
export SDC_FILE = /design/flow/constraint.sdc
export NUM_CORES = 4
export LEC_CHECK = 1
export CORE_UTILIZATION = 30
</file>
<file path="flow/constraint.sdc">
current_design ALU

set clk_period 19.0
set clk_io_pct 0.2

create_clock -name clk0 -period $clk_period

set non_clock_inputs [all_inputs -no_clocks]
set_input_delay [expr $clk_period * $clk_io_pct] -clock clk0 $non_clock_inputs
set_output_delay [expr $clk_period * $clk_io_pct] -clock clk0 [all_outputs]
</file>
<file path="flow/design.v">
module ALU (
    input [7:0] a_side, b_side,     
    input pass_add,                 
    input div_pass,                 
    output [7:0] alu_out            
);
    wire [7:0] addresult;            
    wire [7:0] divresult;            
    wire div_zero;                   
    assign addresult = a_side + b_side;
    assign div_zero = (b_side == 0) ? 1'b1 : 1'b0;   
    assign divresult = (div_zero) ? 8'b00000000 : (a_side / b_side);  
    assign alu_out = (div_pass) ? divresult : (pass_add ? addresult : a_side);
endmodule
</file>
==> results.py <==
# Physical implementation metrics
metrics = {
    "cells_and_area": {
        "flops": 0,
        "stdcell_count": 366,
        "n_clock_buffer": 0,
        "logic_area_um2": 1970,
        "ff_latch_area_um2": 0,
        "drive_gt1_frac": 0.121,
        "num-fill-cells": 656,
        "syn_to_final_growth_pct": 21.3,
        "design_area_um2": 2450,
    },
    "setup_path": {
        "crit_start": "b_side[6]",
        "crit_path_end_kind": "output port",
        "cp_max_fo": 7,
        "endpoint": "alu_out[0]",
        "crit_path_frequent_cell": "ha_1",
        "cp.required_ps": 15200,
        "max_stage_delay_ps": 590,
        "worst-path-stages": 44,
        "slowest_stage": "clkdlybuf4s50_1",
        "critPathTopFamily": "AND-OR/OR-AND gates",
        "crit_type": "in -> out",
        "start_kind": "primary input",
        "worstPathArrival_ps": 14460,
        "crit_buf_inv": 2,
    },
    "global_route": {
        "grt_max_degree": 11,
        "grt_pass1_wl_um": 8960,
        "antenna_found_initial": 0,
        "grt_pass1_vias": 1868,
        "gr-usage-all-layers": 0.157,
        "grt_overflow": 0,
    },
    "power_and_ir_drop": {
        "netSwitchingPower_uw": 43.5,
        "p_leak_nw": 1.10,
        "finalPower_uw": 86.5,
        "switching_share": 0.503,
        "p_clk_frac": 0,
        "pwr_density_cell_nw_per_um2": 35.3,
        "vdd_drop_max_v": 0.00000956,
        "p_int_uw": 43.0,
        "p_seq_frac": 0,
        "combPwrFrac": 1.000,
    },
    "synthesis": {
        "syn_inst": 262,
        "yosysCellCount": 262,
        "yosysChipArea_um2": 2020,
        "synth.area.top_cells": "ha_1 27%, mux2_2 5.6%, o21ai_0 4.0%",
        "syn_area_per_cell_um2": 7.70,
        "yosysMostFrequentCell": "ha_1",
        "synth_cell_types": 50,
        "netlist.area_leader.share": 0.273,
        "largest_area_cell": "ha_1",
        "yosysWarnings": 0,
        "synth_seq_share": 0,
        "syn_area_um2": 2020,
        "synthTopCellsByCount": "44 x ha_1, 19 x nor2_1, 17 x inv_1, 16 x o21ai_0, 15 x a21oi_1",
    },
    "detailed_routing": {
        "antenna-diode-count": 0,
        "ant_nets": 0,
        "vias": 1967,
        "wl_per_cell_um": 14.4,
        "dr.pass1.iters": 46,
        "drt_wl_total_um": 5260,
        "drt_iter0_markers": 49,
        "drt-vias-per-instance": 5.37,
        "drc": 6,
    },
    "die": {
        "core_area_um2": 6420,
        "chipArea_um2": 7060,
        "die_w_um": 84.0,
        "chipHeight_um": 84.0,
        "io_pins": 26,
        "num_rows": 29,
        "floorplan.core_util": 0.314,
    },
    "run_status": {
        "failed_checks": "design-rule violations",
        "run_status": "finished, violations left",
    },
    "min_path": {
        "hold_path_class": "in -> out",
        "whs_path_depth": 6,
    },
    "final_timing": {
        "layout_min_cycle_time_ps": 18260,
        "tightestPinTransition_ps": 776,
        "maxSlewHeadroom": 0.479,
        "setup_viol": 0,
        "max_freq_ghz": 0.0548,
        "slew_violations": 0,
        "hold_ws_ps": 8680,
        "hold_viol": 0,
        "finalClockPeriodUsage": 0.961,
        "fin_ws_ps": 739,
    },
    "placement": {
        "portBuffers": 26,
        "dpl.cell_count": 362,
        "pre_cts_slack_ps": 289,
        "postPlaceCellArea_um2": 2370,
        "hpwlAfterDp_um": 4430,
        "gp_congestion": 0.858,
    },
    "flow_run": {
        "warnings": 34,
        "drv_cap": 0,
    },
}
==> power by group through the flow <==
stage | combinational, mW | sequential (mW) | clock [mW]
4_1_cts | 0.0845 | 0 | 0
5_1_grt | 0.0979 | 0 | 0
6_report | 0.0865 | 0 | 0
==> cell usage in the layout, fill, tap and decap left out, drive strengths merged, types with 8 or more instances in the layout <==
cell / n
a21o: 10
a21oi: 15
buf: 8
clkdlybuf4s50: 25
ha: 44
inv: 17
mux2: 12
nand2: 12
nor2: 19
nor3: 12
o21a: 9
o21ai: 21
xnor2: 8
xor2: 9
==> metal layers <==
metal,routed length (um),up-vias,global-route usage
li1,-,1058,-
met1,2850,875,0.241
met2,2250,32,0.259
met3,157,2,0.00402
met4,8,0,0.00627
met5,0,-,0
==> final cells by class <==
cell class	instances	area share
timing repair buffer	34	0.132
tap	77	0.0393
multi-input combinational	238	0.803
inverter	17	0.0261
==> kinds of logic after synthesis <==
kind of cell    share of synthesized area
mux                                 0.105
fa+ha+maj                           0.283
xor+xnor                           0.0738
compound gates                      0.301
buf+inv                            0.0484
simple gates                        0.188
==> how the worst min path moves through the flow <==
| stage | startpoint | to | slack [ps] |
|---|---|---|---|
| 4_1_cts | a_side[0] | alu_out[0] | 8720 |
| 6_report | b_side[5] | alu_out[7] | 8680 |
| 5_1_grt | b_side[5] | alu_out[7] | 8760 |
==> stage by stage <==
step | setup TNS (ps) | util
2_1_floorplan | 0 | -
3_3_place_gp | 0 | 0.369
3_5_place_dp | 0 | 0.369
4_1_cts | 0 | 0.369
5_1_grt | -70.4 | 0.381
6_report | 0 | 0.381
==> timing repair <==
item,in CTS,in global routing
hold buffers,0,0
endpoints found under the setup margin,0,1
buffers inserted,0,4
gates resized,0,9
Power figures rest on the tool's default switching activity, not on a simulated workload.
